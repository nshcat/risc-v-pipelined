$ cat /design/flow/design.v
typedef logic [32-1:0] word_t;
typedef enum logic[3:0]
{
    CONTROL_ALU_OP_ADD          = 4'b0000,
    CONTROL_ALU_OP_SUB          = 4'b0001,
    CONTROL_ALU_OP_SLL          = 4'b0010,
    CONTROL_ALU_OP_SLT          = 4'b0011,
    CONTROL_ALU_OP_SLTU         = 4'b0100,
    CONTROL_ALU_OP_XOR          = 4'b0101,
    CONTROL_ALU_OP_SRL          = 4'b0110,
    CONTROL_ALU_OP_SRA          = 4'b0111,
    CONTROL_ALU_OP_OR           = 4'b1000,
    CONTROL_ALU_OP_AND          = 4'b1001
} control_alu_op_e;
typedef enum logic[2:0]
{
    CONTROL_IMM_SRC_U_TYPE      = 3'b000,
    CONTROL_IMM_SRC_I_TYPE      = 3'b001,
    CONTROL_IMM_SRC_S_TYPE      = 3'b010,
    CONTROL_IMM_SRC_B_TYPE      = 3'b011,
    CONTROL_IMM_SRC_J_TYPE      = 3'b100
} control_imm_source_e;
module alu(
    input word_t a_i,
    input word_t b_i,
    input control_alu_op_e ctrl_alu_op_i,
    output word_t result_o,
    output logic Z_o,
    output logic N_o,
    output logic S_o,
    output logic C_o,
    output logic V_o
);
logic [31:0] shr = a_i >> b_i;
always_comb begin
    C_o = 1'b0;
    V_o = 1'b0;
    case (ctrl_alu_op_i)
        CONTROL_ALU_OP_ADD: begin
            {C_o, result_o} = a_i + b_i;
            V_o = (a_i[31] & b_i[31] & !result_o[31]) | (!a_i[31] & !b_i[31] & result_o[31]);
        end
        CONTROL_ALU_OP_SUB: begin
            {C_o, result_o} = a_i - b_i;
            V_o = (a_i[31] & !b_i[31] & !result_o[31]) | (!a_i[31] & b_i[31] & result_o[31]);
        end
        CONTROL_ALU_OP_SLL: begin
            result_o = a_i << b_i;
        end
        CONTROL_ALU_OP_SLT: begin
            result_o = ($signed(a_i) <  $signed(b_i)) ? 32'b1 : 32'b0;
        end
        CONTROL_ALU_OP_SLTU: begin
            result_o = ($unsigned(a_i) <  $unsigned(b_i)) ? 32'b1 : 32'b0;
        end
        CONTROL_ALU_OP_XOR: begin
            result_o = a_i ^ b_i;
        end
        CONTROL_ALU_OP_SRL: begin
            result_o = a_i >> b_i;
        end
        CONTROL_ALU_OP_SRA: begin
            result_o = { (a_i[31] ? 1'b1: 1'b0), shr[30:0] };
        end
        CONTROL_ALU_OP_OR: begin
            result_o = a_i | b_i;
        end
        default: begin
            result_o = a_i & b_i;
        end
    endcase
end
assign Z_o = (result_o == 32'b0) ? 1'b1 : 1'b0;
assign N_o = result_o[31];
assign S_o = N_o ^ V_o;
endmodule
$ cat /design/flow/constraint.sdc
current_design alu

set clk_period 21.3
set clk_io_pct 0.2

create_clock -name clk0 -period $clk_period

set non_clock_inputs [all_inputs -no_clocks]
set_input_delay [expr $clk_period * $clk_io_pct] -clock clk0 $non_clock_inputs
set_output_delay [expr $clk_period * $clk_io_pct] -clock clk0 [all_outputs]
$ cat /design/flow/run.sh
#!/bin/bash
# OpenROAD 26Q1-2900-gdf79404cd8, Yosys 0.63+post, stock flow scripts
make -C /OpenROAD-flow-scripts/flow DESIGN_CONFIG=/design/flow/config.mk WORK_HOME=/design/flow/orfs finish
$ cat /design/flow/config.mk
export PLATFORM = sky130hd
export DESIGN_NAME = alu
export DESIGN_NICKNAME = alu
export VERILOG_FILES = /design/flow/design.v
export SDC_FILE = /design/flow/constraint.sdc
export NUM_CORES = 4
export LEC_CHECK = 1
export CORE_UTILIZATION = 50
==> impl_summary.log <==
[report] implementation figures
[metrics] minimum setup slack after placement: 7.61 ns
[metrics] logic area: 8550 um2
[metrics] crit path DAT: 9.77 ns
[metrics] headroom to the max-slew limit: 33.2%
[metrics] combinational cell fraction of total power: 100.0%
[metrics] Reg area: 0 um2
[metrics] buffer count from post-CTS setup fixing: 0
[metrics] class of the worst hold path: in2out
[metrics] slowest stage cell, crit path: sky130_fd_sc_hd__a221oi_1
[metrics] final period demand of the worst path: 14.03 ns
[metrics] net switching fraction of the power: 60.4%
[metrics] synthesized area divided by synthesized cell count: 6.91 um2
[metrics] WL/cell: 27.1 um
[metrics] area grow syn2layout: 10.8%
[metrics] vertical die size: 139 um
[metrics] post-route worst setup slack: 7.27 ns
[metrics] final tally of setup violations: 0
[metrics] combined global-route utilization of all metal layers: 45.7%
[metrics] total count of hold-check failures in the final report: 0
[metrics] drt first-iter violations: 1,480
[metrics] diodes inserted: 0
[metrics] static power due to leakage: 4.21 nW
[metrics] filler cell count in the final layout: 1,823
[metrics] number of warnings reported in the yosys synthesis log: 1
[metrics] slew at the pin closest to its max-slew limit: 0.989 ns
[metrics] number of maximum-capacitance constraint violations: 0
[metrics] global-route wire length before repair: 65,900 um
[metrics] count of cells resized by post-cts repair: 0
[metrics] Die X-Extent: 139 um
[metrics] setup repair after global routing missed its margin: false
[metrics] number of iterations in the first detailed-routing pass: 20
[metrics] wire length after detailed routing: 43,800 um
[metrics] port bufs: 105
[metrics] Boundary Pins: 105
[metrics] total power: 0.278 mW
[metrics] Mapped Cells: 1,361
[metrics] total internal power: 0.110 mW
[metrics] fraction of the yosys area taken by sequential cells: 0%
[metrics] share of final-layout standard cells stronger than drive strength 1: 8.44%
[metrics] P per Cell Area: 26.7 nW/um2
[metrics] floorplan row count: 49
[metrics] fraction of the core area occupied by cells at floorplan: 51.6%
[metrics] number of antenna violations at the first check in global routing: 0
[metrics] number of standard cells in the layout, taps in and fillers out: 1,615
[metrics] Antenna Nets Post-Route: 0
[metrics] overall chip area: 19,400 um2
[metrics] max-slew violation count: 0
[metrics] crit-path cells: clkdlybuf4s50_1 -> buf_4 -> inv_1 -> ha_1 -> inv_1 -> a221o_1 -> o21a_1 -> nor3_1 -> a21oi_1 -> a221oi_1 -> a21oi_1 -> a21oi_1 -> mux2i_1 -> a31oi_1 -> nor2_1 -> and3_1 -> clkdlybuf4s50_1
[metrics] Period Utilization, post-route: 65.9%
[metrics] share of total power in sequential cells: 0%
[metrics] sum of net half-perimeters after detailed placement: 33,900 um
[metrics] clock share of power: 0%
[metrics] residual overflow from global routing: 0
[metrics] Crit. End Element: output pin
[metrics] floorplan core area: 18,200 um2
[metrics] DRC: 0
[metrics] maximum number of pins on one net before global-route repair: 72
[metrics] launching element type of the critical path: primary input
[metrics] flip-flop and latch count: 0
[metrics] RePlAce Congestion: 1.16
[metrics] yosys cell count: 1,361
[metrics] maximum ir drop on the vdd rail: 0.0134 mV
[metrics] run status: completed
[metrics] total of clock buffers placed in the layout: 0
[metrics] library cell appearing most often on the critical path: sky130_fd_sc_hd__a21oi_1
[metrics] via count of the first global-routing pass: 10,500
[metrics] CP required: 17.04 ns
[metrics] crit-path max cell delay: 0.59 ns
[metrics] mean number of vias per cell: 7.20
[metrics] routed via count: 11,600
[metrics] Net Sw Power: 0.168 mW
[metrics] highest achievable clock rate: 0.0713 GHz
[metrics] sum of negative setup slack: 0 ns
[metrics] Syn Std Cell Area: 9400 um2
[metrics] number of warnings in the stage logs: 98
[metrics] count of distinct cell types in the synthesized netlist: 83
[metrics] total instance count after detailed placement: 1,615
[metrics] YS chip area: 9400 um2
[metrics] hold buffers post-CTS: 0
[metrics] classification of the worst setup path: in2out
[metrics] biggest fanout along the worst timing path: 26
-- worst max-delay path, delay by kind of cell --
family                   cells  cell delay, ns
AND-OR/OR-AND                7            2.57
buffers and inverters        5            1.51
AND/OR/NAND/NOR              3            0.77
adder cells (fa/ha/maj)      1            0.53
multiplexers                 1            0.10
-- cell usage in the layout, fill, tap and decap left out, types with 8 or more instances in the layout --
| cell type | instances |
|---|---|
| sky130_fd_sc_hd__clkdlybuf4s50_1 | 100 |
| sky130_fd_sc_hd__nand2b_1 | 15 |
| sky130_fd_sc_hd__o221ai_1 | 10 |
| sky130_fd_sc_hd__o21ai_0 | 85 |
| sky130_fd_sc_hd__nor2b_1 | 15 |
| sky130_fd_sc_hd__a211oi_1 | 27 |
| sky130_fd_sc_hd__o211ai_1 | 17 |
| sky130_fd_sc_hd__nor2_1 | 137 |
| sky130_fd_sc_hd__a21oi_1 | 108 |
| sky130_fd_sc_hd__a22oi_1 | 11 |
| sky130_fd_sc_hd__or3_1 | 11 |
| sky130_fd_sc_hd__nand4_1 | 8 |
| sky130_fd_sc_hd__a31oi_1 | 16 |
| sky130_fd_sc_hd__mux2i_1 | 54 |
| sky130_fd_sc_hd__and3_1 | 13 |
| sky130_fd_sc_hd__nor4_1 | 22 |
| sky130_fd_sc_hd__o22ai_1 | 14 |
| sky130_fd_sc_hd__mux4_2 | 31 |
| sky130_fd_sc_hd__buf_4 | 28 |
| sky130_fd_sc_hd__o21bai_1 | 8 |
| sky130_fd_sc_hd__or2_2 | 8 |
| sky130_fd_sc_hd__inv_1 | 91 |
| sky130_fd_sc_hd__nand3_1 | 18 |
| sky130_fd_sc_hd__nand2_1 | 130 |
| sky130_fd_sc_hd__a221oi_1 | 12 |
| sky130_fd_sc_hd__nor3_1 | 42 |
| sky130_fd_sc_hd__a21o_1 | 19 |
| sky130_fd_sc_hd__o32a_1 | 9 |
| sky130_fd_sc_hd__mux2_2 | 33 |
| sky130_fd_sc_hd__o31ai_1 | 12 |
| sky130_fd_sc_hd__o21a_1 | 11 |
| sky130_fd_sc_hd__xnor2_1 | 29 |
| sky130_fd_sc_hd__ha_1 | 97 |
-- per-stage QoR --
stage	util, %	area [um2]	hold slack (ns)
global placement	57.2	10400	9.64
CTS	57.2	10400	9.63
floorplan	-	9400	8.75
global route	57.2	10400	9.68
finish	57.2	10400	9.63
detailed placement	57.2	10400	9.62
-- synth_stat cells (all sizes together) (6+ instances only) --
master / n / share of area (%)
a211oi: 27 / 2.2
a21o: 19 / 1.5
a21oi: 108 / 5.7
a221oi: 12 / 1.1
a22oi: 11 / 0.88
a31oi: 16 / 1.1
a32oi: 6 / 0.56
and3: 13 / 0.86
buf: 45 / 3.0
clkbuf: 62 / 2.5
ha: 97 / 13
inv: 91 / 3.6
mux2: 33 / 4.0
mux2i: 54 / 5.7
mux4: 38 / 9.4
nand2: 130 / 5.2
nand2b: 15 / 1.0
nand3: 18 / 0.96
nand4: 8 / 0.53
nor2: 138 / 5.5
nor2b: 15 / 1.0
nor3: 44 / 2.3
nor4: 22 / 1.5
o2111ai: 7 / 0.65
o211a: 6 / 0.64
o211ai: 17 / 1.4
o21a: 11 / 0.88
o21ai: 88 / 4.7
o21bai: 8 / 0.64
o221ai: 10 / 0.93
o22ai: 14 / 0.93
o311ai: 7 / 0.65
o31ai: 12 / 0.96
o32a: 9 / 0.96
o32ai: 7 / 0.65
or2: 8 / 0.53
or3: 11 / 0.73
xnor2: 29 / 2.7
-- area by class of cell --
cell class | instances | share of cell area, %
inverter | 93 | 3.35
multi-input combinational | 1161 | 82.1
tap | 229 | 2.75
timing repair buffer | 132 | 11.8
-- cell families (layout without fill, tap and decap cells) --
group,count (synthesis),after routing,synth area share [%]
compound gates,458,458,33.1
xor+xnor,33,33,3.07
fa+ha+maj,99,99,13.3
buf+inv,200,225,9.19
mux,125,125,19.1
simple gates,446,446,22.2
-- power groups by stage --
| stage | clock, mW | sequential (mW) | combinational (mW) |
|---|---|---|---|
| 5_1_grt | 0 | 0 | 0.296 |
| 6_report | 0 | 0 | 0.278 |
| 4_1_cts | 0 | 0 | 0.268 |
-- path summary, 6_finish.rpt --
check | depth (start not counted) | to | slack (ns) | from
worst min-delay path | 4 | result_o[0] | 9.63 | ctrl_alu_op_i[3]
worst max-delay path | 17 | Z_o | 7.27 | b_i[4]
-- metal layers --
layer  vias to the layer above  share of wire, %  GRT usage, %
met2                       889                41          64.9
met1                      5436                41          66.2
met3                       126                14          13.7
li1                       5175                 -             -
met4                         0               4.2          15.4
met5                         -                 0             0
Power figures rest on the tool's default switching activity, not on a simulated workload.
