### flow/config.mk
export PLATFORM = sky130hd
export DESIGN_NAME = register_file
export DESIGN_NICKNAME = register_file
export VERILOG_FILES = /design/flow/design.v
export SDC_FILE = /design/flow/constraint.sdc
export NUM_CORES = 4
export LEC_CHECK = 1
export CORE_UTILIZATION = 30
### flow/constraint.sdc
current_design register_file

set clk_period 13.0
set clk_io_pct 0.2

create_clock -name clk0 -period $clk_period [get_ports {clk_i}]

set non_clock_inputs [all_inputs -no_clocks]
set_input_delay [expr $clk_period * $clk_io_pct] -clock clk0 $non_clock_inputs
set_output_delay [expr $clk_period * $clk_io_pct] -clock clk0 [all_outputs]
### flow/design.v
typedef logic [32-1:0] word_t;
module register_file(
    input logic clk_i,
    input logic reset_i,
    input logic [4:0] read_register_1_i,
    input logic [4:0] read_register_2_i,
    input logic [4:0] write_register_i,
    input word_t write_back_data_i,
    input logic ctrl_write_back_i,
    output word_t register_data_1_o,
    output word_t register_data_2_o
);
    word_t registers [31:0];
initial begin
    integer i;
    for (i = 0; i < 32; i = i + 1)
        registers[i] = 32'h0;
end
always_ff @(posedge clk_i) begin
    if (!reset_i) begin
        integer i;
        for (i = 0; i < 32; i = i + 1)
            registers[i] <= 32'h0;
    end
    else begin
        if(ctrl_write_back_i) begin
            registers[write_register_i[5-1:0]] <= write_back_data_i;
        end
    end
end
logic needs_forward_read_1;
logic needs_forward_read_2;
assign needs_forward_read_1 = (write_register_i == read_register_1_i) & ctrl_write_back_i;
assign needs_forward_read_2 = (write_register_i == read_register_2_i) & ctrl_write_back_i;
always_comb begin
    register_data_1_o = needs_forward_read_1 ? write_back_data_i : registers[read_register_1_i[5-1:0]];
    register_data_2_o = needs_forward_read_2 ? write_back_data_i : registers[read_register_2_i[5-1:0]];
end
endmodule
### flow/run.sh
#!/bin/bash
# OpenROAD 26Q1-2900-gdf79404cd8, Yosys 0.63+post, stock flow scripts
make -C /OpenROAD-flow-scripts/flow DESIGN_CONFIG=/design/flow/config.mk WORK_HOME=/design/flow/orfs finish
==> impl_metrics.yaml <==
# implementation run metrics
run_status:
  status: "completed"
global_route:
  grt.overflow.total: 0
  grt_use_total_pct: 20.84
  grt_pass1_vias: 37170
  grt_pass1_wl_um: 269600
  antenna_found_initial: 11
  grt_max_degree: 91
pwr:
  powerDensity_mw_per_mm2: 123.0
  p_clk_share_pct: 37.0
  p_seq_share_pct: 50.0
  p_switching_w: 0.001963
  p_int_w: 0.005820
  combPwrFrac_pct: 13.0
  sw_frac_of_total_pct: 25.23
  vdd_drop_max_uv: 94.77
  leakage_nw: 21.45
final_layout:
  top_register: "registers"
  syn2layout_area_growth_pct: 12.48
  logic_area_mm2: 0.02376
  lay_top_count: "edfxtp_1"
  num-fill-cells: 17680
  regArea_mm2: 0.03075
  largest_register_ffs: 1024
  drive_gt1_share_pct: 23.62
  top_regs: "registers: 1024 flops"
  fin_util_pct: 34.06
  mostFrequentLayoutCells: "1024 x edfxtp_1, 994 x and2_1, 277 x mux4_2"
  layoutNonFillerInstCount: 6621
final_timing:
  slew_headroom_pct: 9.406
  worst_slew_pin_slew_ns: 1.341
  grt_setup_unrepaired: "false"
  finalSetupViolCount: 0
  fin_crit_ns: 9.761
  layout_setup_ws_ns: 3.239
  finalCritPeriodShare_pct: 75.09
  finalHoldViolCount: 0
  finalMaxSlewViolations: 0
  max_freq_mhz: 102.4
  finalSetupTns_ns: 0
detailed_routing:
  route.detailed.drc: 0
  wl_met1_um: 63890
  vias: 35410
  drt_wl_total_um: 188300
  viasPerCell: 5.348
  drt_iter0_drc: 2477
  route.met3.wl_um: 23480
  drt-wirelength-per-cell_um: 28.44
  ant_nets: 0
  route.met2.wl_um: 91080
  highest_layer: "met5"
  dr.pass1.iters: 5
place:
  numPortBuffers: 113
  placed_cells_incl_taps: 6427
  preCtsSetupSlack_ns: 3.278
  place.gp.congestion: 0.9258
  dp_hpwl_um: 113800
cts:
  cts_buffer_depth: 3
  cts_sinks: 1024
  root_buffer: "clkbuf_16"
  cts_tree: "done"
  cts_buffers: 101
  cts_hold_buf: 0
  cts_resized: 0
  clk_pin_slew_ns: 0.07
  postCtsSetupBuffers: 0
  h-tree-depth: 3
synthesis:
  synth_cell_types: 65
  yosysWarnings: 1
  ys_chip_area_mm2: 0.05628
  ys_seq_share_pct: 54.64
  flop_cell: "edfxtp_1"
  postSynth.asyncResetShare_pct: 0
  edf_count: 1024
  avgSynthCellArea_um2: 13.74
  synth-seq-cells: 1024
  ys_cells: 4096
  syn_inst: 4096
  synth_area_mm2: 0.05628
die:
  die_h_um: 435.1
  initCoreUtil_pct: 30.28
  boundaryPins: 114
  core_mm2: 0.1858
  die_x_um: 435.1
  die_area_mm2: 0.1893
  rows: 158
min_path:
  hold_end: "registers[23][30]"
  worstHoldPathCells: 2
  hold_path.class: "input pin to register"
  hold_path.startpoint: "reset_i"
setup_path:
  cp.required_ns: 10.40
  path_max_fanout: 43
  cp_data_arrival_time_ns: 7.16
  endpoint_kind: "output pin"
  crit_type: "input pin to output pin"
  critPathLaunchType: "input pin"
flow_run:
  warnings: 26
  maxCapViolations: 0
worst max-delay path by stage:
stage	slack, ns	cells past startpoint	startpoint	to
4_1_cts	3.28	10	read_register_1_i[0]	register_data_1_o[2]
5_1_grt	3.25	10	read_register_1_i[0]	register_data_1_o[2]
6_report	3.24	10	read_register_1_i[0]	register_data_1_o[2]
cells in the mapped netlist (4+ instances only):
| cell | instances | area (µm²) |
|---|---|---|
| nor3_1 | 33 | 165.2 |
| a211o_1 | 21 | 183.9 |
| mux2_2 | 258 | 2905 |
| nor2b_1 | 59 | 369.1 |
| nand4_1 | 11 | 68.82 |
| a22o_1 | 10 | 87.58 |
| buf_4 | 36 | 270.3 |
| edfxtp_1 | 1024 | 30750 |
| clkbuf_1 | 253 | 949.7 |
| buf_2 | 108 | 540.5 |
| nand2_1 | 110 | 412.9 |
| a22oi_1 | 134 | 1006 |
| a211oi_1 | 45 | 337.8 |
| a32o_1 | 10 | 100.1 |
| nand3_1 | 24 | 120.1 |
| mux2i_1 | 201 | 2012 |
| o31ai_1 | 16 | 120.1 |
| buf_6 | 28 | 315.3 |
| nand2b_1 | 23 | 143.9 |
| o21ai_1 | 21 | 105.1 |
| a211oi_2 | 10 | 125.1 |
| nor2_1 | 70 | 262.8 |
| or3_1 | 26 | 162.7 |
| buf_8 | 4 | 60.06 |
| o41ai_2 | 6 | 97.59 |
| mux4_2 | 277 | 6238 |
| o41ai_1 | 5 | 43.79 |
| and2_1 | 994 | 6218 |
| o31ai_2 | 5 | 62.56 |
| o21ai_0 | 32 | 160.2 |
| o211ai_1 | 22 | 165.2 |
| buf_1 | 7 | 26.28 |
| xor2_1 | 8 | 70.07 |
| a311o_1 | 21 | 210.2 |
| o22ai_1 | 118 | 738.2 |
| o311a_1 | 21 | 210.2 |
kinds of logic (layout without fill, tap and decap cells):
logic type,Yosys count,count (layout),share of synthesized area (%)
simple gates,1383,1383,14.67
flops,1024,1024,54.64
mux,736,736,19.82
compound gates,501,501,6.748
buf+inv,442,478,3.969
xor+xnor,10,10,0.1556
other cells,0,9,0
power groups by stage:
stage     Clock [W]  Combinational [W]  Sequential [W]
6_report    0.00288            0.00101         0.00389
5_1_grt     0.00302            0.00106         0.00392
4_1_cts     0.00291            0.00100         0.00389
stage by stage:
step | instance area (µm²) | hold WS (ns) | power, W
6_report | 63300 | 2.417 | 0.007783
4_1_cts | 63280 | 2.377 | 0.007810
3_5_place_dp | 60140 | 3.130 | 0.004960
3_3_place_gp | 60140 | 3.124 | 0.004955
5_1_grt | 63290 | 2.434 | 0.007998
2_1_floorplan | 56280 | 2.798 | 0.004528
cell type report:
class,count,area share (%)
sequential,1024,48.58
multi-input combinational,2630,37.54
tap,2480,4.902
clock buffer,123,4.190
timing repair buffer,290,3.971
clock inverter,62,0.7630
antenna,9,0.03558
inverter,3,0.01779
critical path, stage by stage:
cell and delay [ns]:
buf_8 0.44, buf_4 0.56, buf_4 0.56, nor2b_1 0.52, buf_4 0.27, a22o_1 0.15
a211oi_1 0.07, o41ai_1 1.21, buf_4 0.25, clkdlybuf4s50_1 0.45
per-layer routing:
metal | track usage [%] | up-vias
met1 | 23.77 | 17540
li1 | - | 15450
met5 | 0.9073 | -
met4 | 8.229 | 12
met2 | 33.35 | 1972
met3 | 10.74 | 442
Power and IR drop assume default switching activity.
